File: design.v
module vga_display(
	input                 clk,                 
	input                 rst,                 
    input[11:0]                h_counter,          
    input[11:0]                v_counter,          
    input                      video_active,  
	input[7:0]				   kbd_signal,
	input					   kbd_ready,
	output reg [7:0]           rgb_r,          
	output reg [7:0]           rgb_g,          
	output reg [7:0]           rgb_b           
);
parameter WHITE_R       = 8'hff;
parameter WHITE_G       = 8'hff;
parameter WHITE_B       = 8'hff;
parameter RED_R         = 8'hff;
parameter RED_G         = 8'h00;
parameter RED_B         = 8'h00;
parameter ORANGE_R		= 8'hff;
parameter ORANGE_G		= 8'h61;
parameter ORANGE_B		= 8'h00;
parameter YELLOW_R      = 8'hff;
parameter YELLOW_G      = 8'hff;
parameter YELLOW_B      = 8'h00;                                                               
parameter GREEN_R       = 8'h00;
parameter GREEN_G       = 8'hff;
parameter GREEN_B       = 8'h00;
parameter CYAN_R        = 8'h00;
parameter CYAN_G        = 8'hff;
parameter CYAN_B        = 8'hff; 
parameter BLUE_R        = 8'h00;
parameter BLUE_G        = 8'h00;
parameter BLUE_B        = 8'hff;
parameter PURPLE_R      = 8'ha0;
parameter PURPLE_G      = 8'h20;
parameter PURPLE_B      = 8'hf0;
parameter BLACK_R       = 8'h00;
parameter BLACK_G       = 8'h00;
parameter BLACK_B       = 8'h00;
parameter KBD_W	= 8'h57;
parameter KBD_A	= 8'h41;
parameter KBD_S	= 8'h53;
parameter KBD_D	= 8'h44;
parameter H_ACTIVE = 16'd1024;
parameter H_FP = 16'd24;      
parameter H_SYNCP = 16'd136;   
parameter H_BP = 16'd160;     
parameter V_ACTIVE = 16'd768; 
parameter V_FP  = 16'd3;      
parameter V_SYNCP  = 16'd6;    
parameter V_BP  = 16'd29;     
parameter HS_POL = 1'b0;
parameter VS_POL = 1'b0;
parameter PCLK = 24'd650000;
parameter WIDTH = 16'd128;
parameter HEIGHT = 16'd96;
reg[11:0] left_top_x;
reg[11:0] left_top_y;
reg[23:0] move_counter;
always@(posedge clk or posedge rst)begin
	if(rst)
		move_counter <= 0;
	else begin
		if(move_counter < PCLK - 1'd1)
			move_counter = move_counter + 1'b1;
		else 
			move_counter <= 0;
	end
end
wire move_active;
assign move_active = (move_counter == (PCLK - 1'd1))?1'b1:1'b0;
reg kbd_ready_press;
reg kbd_ready_release;
always @(posedge clk or posedge rst) begin
	if(rst == 1) begin
		left_top_x <= 0;
		left_top_y <= 0;
		kbd_ready_press <= 0;
		kbd_ready_release <= 0;
	end else begin
		kbd_ready_press <= kbd_ready;
		kbd_ready_release <= kbd_ready_press;
		if(kbd_signal == KBD_A && !kbd_ready_press && kbd_ready_release)begin
			if(left_top_x <= WIDTH/2)begin
				left_top_x <= 0;
			end else begin
				left_top_x <= left_top_x - WIDTH/2;
			end
		end else if(kbd_signal == KBD_D && !kbd_ready_press && kbd_ready_release)begin
			if(left_top_x >= H_ACTIVE - WIDTH)begin
				left_top_x <= H_ACTIVE - WIDTH;
			end else begin
				left_top_x <= left_top_x + WIDTH/2;
			end
		end else begin
			left_top_x <= left_top_x;
		end
		if(kbd_signal == KBD_W && !kbd_ready_press && kbd_ready_release)begin
			if(left_top_y <= HEIGHT/2)begin
				left_top_y <= 0;
			end else begin
				left_top_y <= left_top_y - HEIGHT/2;
			end
		end else if(kbd_signal == KBD_S && !kbd_ready_press && kbd_ready_release)begin
			if(left_top_y >= V_ACTIVE - HEIGHT)begin
				left_top_y <= V_ACTIVE - HEIGHT;
			end else begin
				left_top_y <= left_top_y + HEIGHT/2;
			end
		end else begin
			left_top_y <= left_top_y;
		end
	end
end
always@(posedge clk or posedge rst) begin
	if(rst == 1'b1)
		begin
			rgb_r <= 8'h00;
			rgb_g <= 8'h00;
			rgb_b <= 8'h00; 
		end
	else if(h_counter>=(left_top_x + H_FP + H_SYNCP + H_BP - 10) && h_counter<(left_top_x + WIDTH + H_FP + H_SYNCP + H_BP - 10)
			&& v_counter>=left_top_y + V_FP + V_SYNCP + V_BP -1  && v_counter<left_top_y + HEIGHT + V_FP + V_SYNCP + V_BP -1)begin
				rgb_r <= PURPLE_R;
				rgb_g <= PURPLE_G;
				rgb_b <= PURPLE_B;
		end
	else
		begin
			rgb_r <= 8'h00;
			rgb_g <= 8'h00;
			rgb_b <= 8'h00;
		end
end
endmodule 
File: run.sh
#!/bin/bash
# OpenROAD 26Q1-2900-gdf79404cd8, Yosys 0.63+post, stock flow scripts
make -C /OpenROAD-flow-scripts/flow DESIGN_CONFIG=/design/flow/config.mk WORK_HOME=/design/flow/orfs finish
File: constraint.sdc
current_design vga_display

set clk_period 4.4
set clk_io_pct 0.2

create_clock -name clk0 -period $clk_period [get_ports {clk}]

set non_clock_inputs [all_inputs -no_clocks]
set_input_delay [expr $clk_period * $clk_io_pct] -clock clk0 $non_clock_inputs
set_output_delay [expr $clk_period * $clk_io_pct] -clock clk0 [all_outputs]
File: config.mk
export PLATFORM = sky130hd
export DESIGN_NAME = vga_display
export DESIGN_NICKNAME = vga_display
export VERILOG_FILES = /design/flow/design.v
export SDC_FILE = /design/flow/constraint.sdc
export NUM_CORES = 4
export LEC_CHECK = 1
export CORE_UTILIZATION = 40
==> flow_summary.json <==
{
  "status": "completed",
  "drt_iter0_drc": 73,
  "syn_to_final_growth_pct": 14.8,
  "skew_ps": 5.99,
  "clk_pin_slew_ps": 70,
  "synth_area_per_cell_um2": 8.00,
  "die_area_um2": 6020,
  "vias": 1989,
  "p_int_uw": 281,
  "ant_nets": 0,
  "path_class": "in2reg",
  "maxCapViolCount": 0,
  "grt_max_degree": 18,
  "post-route-drc-count": 0,
  "grt-ovfl-total": 0,
  "ys_seq_elements": 17,
  "total_power_uw": 389,
  "end_kind": "flip-flop",
  "ys_chip_area_um2": 2290,
  "routedWlPerCell_um": 12.4,
  "post_cts_buffers": 0,
  "cpMaxStageDelayCell": "clkdlybuf4s50_1",
  "yosysMostFrequentCell": "ha_1",
  "cp_slowest_stage_delay_ps": 650,
  "cp_top_family": "buffers and inverters",
  "edf_count": 0,
  "hold_ws_ps": 443,
  "synth_top_flop_cell": "dfrtp_1",
  "cts_resized": 0,
  "layout_min_cycle_time_ps": 2520,
  "common_cells": "ha_1 (33), buf_4 (25), nand2_1 (23), a21oi_1 (19), o21ai_1 (18)",
  "numCtsBuffers": 3,
  "finalSetupViolations": 0,
  "grt_pass1_vias": 1776,
  "path_cells": "clkdlybuf4s50_1 > nor2b_1 > nand4_1 > a21oi_2 > o2bb2ai_1 > a22o_1",
  "power.leakage_uw": 0.00109,
  "yosysWarnings": 1,
  "worstPathMaxFanout": 13,
  "synth-async-reset-ratio": 1.00,
  "vias_per_cell": 5.26,
  "cts_hold_buf": 0,
  "switching_share": 0.278,
  "rsz0062_at_grt": "false",
  "combPwrFrac": 0.264,
  "clk_path_buf_depth": 2,
  "fp_util": 0.415,
  "diodes": 0,
  "clk_latency_ps": 250,
  "nFillCells": 533,
  "hold_viol_final": 0,
  "cts_tree": "yes",
  "ys_cells": 286,
  "die_x_um": 77.6,
  "netlist_area_um2": 2290,
  "timing.fmax_ghz": 0.396,
  "cts-root-buf": "clkbuf_8",
  "drive_above_1_share": 0.0359,
  "slew_violations": 0,
  "antenna_found_initial": 0,
  "std_cell_rows": 27,
  "clockPowerShare": 0.311,
  "warnings": 33,
  "power_density_nw_per_um2": 148,
  "cp-start-kind": "input port",
  "gp_congestion": 0.866,
  "worst_slew_pin_slew_ps": 720,
  "area_leaders": "dfrtp_1 (19%), ha_1 (18%), buf_4 (8.2%)",
  "period_used_share": 0.574,
  "netlist_instances": 286,
  "slew_headroom": 0.520,
  "fin_tns_setup_ps": 0,
  "power_switching_uw": 108,
  "yosysTopAreaCell": "dfrtp_1",
  "core_um2": 5510,
  "clkSinkCount": 17,
  "drtPass1Iterations": 4,
  "io_buffers": 40,
  "cp.buffers_inverters": 1,
  "grt_first_pass_wirelength_mm": 8.11,
  "pin_count": 60,
  "grt_util_all_layers": 0.168,
  "wl_mm": 4.68,
  "place_hpwl_mm": 3.67,
  "seq_power_share": 0.425,
  "h-tree-depth": 1,
  "ir_worst_vdd_mv": 0.0823,
  "synthDistinctLibCells": 51,
  "synth_seq_share": 0.186,
  "worstPathArrival_ps": 2720,
  "synth.top_cell.area_share": 0.186,
  "die_h_um": 77.6,
  "hp-class": "reg2reg",
  "required_ps": 4600
}
[metrics by stage]
step	util	instance area, µm²	setup slack [ps]	cells
2_1_floorplan	-	2350	2270	302
3_3_place_gp	0.469	2580	1630	374
3_5_place_dp	0.469	2580	1620	374
4_1_cts	0.477	2630	1890	378
5_1_grt	0.477	2630	1670	378
6_report	0.477	2630	1880	378
[area by class of cell]
| cell class | instances | area [µm²] | area share |
|---|---|---|---|
| multi-input cells | 233 | 1620 | 0.617 |
| well taps | 72 | 90.1 | 0.0343 |
| inverters | 12 | 45.0 | 0.0172 |
| repair buffers | 40 | 400 | 0.152 |
| flip-flops and latches | 17 | 425 | 0.162 |
| clock buffers | 4 | 45.0 | 0.0172 |
[placed cells by master (no fill, tap or decap), types with 2 or more instances in the layout]
master	count
a21o_1	3
a21oi_1	19
a31oi_1	5
a41oi_1	2
and2_1	2
and3_1	4
and4_1	4
clkbuf_8	3
clkdlybuf4s50_1	40
conb_1	17
dfrtp_1	17
ha_1	33
inv_1	12
nand2_1	23
nand2b_1	3
nand3_1	13
nand3b_1	2
nand4_1	3
nor2_1	15
nor2b_1	3
nor3_1	4
nor4_1	2
nor4_2	2
o211ai_1	5
o21a_1	4
o21ai_0	7
o21ai_1	18
o22ai_1	3
o31ai_1	2
xnor2_1	8
xor2_1	10
[sequential cells by signal (all words and copies together), names as in the netlist]
name               flops
kbd_ready_press        1
kbd_ready_release      1
left_top_x             6
left_top_y             8
rgb_r                  1
[worst paths after layout]
| kind | startpoint | depth (start not counted) | end | slack (ps) |
|---|---|---|---|---|
| max in group asynchronous | rst | 2 | left_top_y[8]$_DFFE_PP0P_ | 2900 |
| min | kbd_ready_press$_DFF_PP0_ | 0 | kbd_ready_release$_DFF_PP0_ | 440 |
| max | kbd_signal[2] | 6 | left_top_x[7]$_DFFE_PP0P_ | 1880 |
| min reg2reg | kbd_ready_press$_DFF_PP0_ | 0 | kbd_ready_release$_DFF_PP0_ | 440 |
| min in group asynchronous | rst | 2 | kbd_ready_release$_DFF_PP0_ | 1040 |
| max reg2reg | left_top_y[7]$_DFFE_PP0P_ | 8 | rgb_r[5]$_DFF_PP0_ | 1980 |
[power by group through the flow]
stage	Sequential, µW	Combinational [µW]	Clock [µW]
CTS	166	104	127
finish	166	103	121
global route	167	118	133
[kinds of logic (layout without fill, tap and decap cells)]
group | count (synthesis) | in the layout | synth area share
multiplexers | 1 | 1 | 0.00438
AND/OR/NAND/NOR | 85 | 85 | 0.205
adder cells (fa/ha/maj) | 33 | 33 | 0.181
other | 1 | 17 | 0.00164
AND-OR/OR-AND | 79 | 79 | 0.222
flip-flops | 17 | 17 | 0.186
buffers and inverters | 52 | 56 | 0.132
XOR/XNOR | 18 | 18 | 0.0689
[per-layer routing]
layer,track usage,part of all wire,up-vias,wire length (µm)
met2,0.263,0.45,56,2100
met4,0.0132,0.0064,0,30
li1,-,-,1030,-
met3,0.0143,0.042,2,197
met5,0,0,-,0
met1,0.266,0.50,901,2350

$ cat flow/config.mk
export PLATFORM = sky130hd
export DESIGN_NAME = vga_onchip_interface
export DESIGN_NICKNAME = vga_onchip_interface
export VERILOG_FILES = /design/flow/design.v
export SDC_FILE = /design/flow/constraint.sdc
export NUM_CORES = 4
export LEC_CHECK = 1
export CORE_UTILIZATION = 40
$ cat flow/constraint.sdc
current_design vga_onchip_interface

set clk_period 3.7
set clk_io_pct 0.2

create_clock -name clk0 -period $clk_period [get_ports {clock_sink_clk}]

set non_clock_inputs [all_inputs -no_clocks]
set_input_delay [expr $clk_period * $clk_io_pct] -clock clk0 $non_clock_inputs
set_output_delay [expr $clk_period * $clk_io_pct] -clock clk0 [all_outputs]
$ cat flow/design.v
`timescale 1 ps / 1 ps
module vga_onchip_interface (
		input  wire        clock_sink_clk,          
		input  wire        reset_sink_reset,        
		output wire [17:0] avalon_master_address,   
		output wire        avalon_master_read,      
		input  wire [7:0] avalon_master_readdata,  
		input  wire 	   avalon_master_waitrequest,
		output wire [7:0]  conduit_test,             
		output             VGA_CLK,
		output             VGA_HS,
		output             VGA_VS,
		output      [7:0]  VGA_R,
		output      [7:0]  VGA_G,
		output      [7:0]  VGA_B,
		output             VGA_BLANK_N,
		output             VGA_SYNC_N,
		input 		[7:0]  avalon_slave_addr,
		input              avalon_slave_write,
		input       [31:0] avalon_slave_writedata
	);
	wire [8:0] x_1, x_2;
	wire [7:0] y_1, y_2;
	always @(posedge clock_sink_clk) begin
		if(avalon_slave_addr == 8'h1 && avalon_slave_write) p2 <= avalon_slave_writedata;
		if(avalon_slave_addr == 8'h0 && avalon_slave_write) p1 <= avalon_slave_writedata;
	end
	reg [31:0] p1;  
	reg [31:0] p2;  
	assign x_1 = p1[8:0];
	assign y_1 = p1[16:9];
	assign x_2 = p2[8:0];
	assign y_2 = p2[16:9];
	parameter CHAR_WIDTH = 9'd10;	 
	parameter CHAR_HEIGHT = 9'd10;
	parameter CHAR2_R        = 8'h00;   
	parameter CHAR2_G        = 8'hff;  
	parameter CHAR2_B        = 8'hff; 
	parameter CHAR1_R      	 = 8'ha0;   
	parameter CHAR1_G        = 8'h20;
	parameter CHAR1_B        = 8'hf0;
	parameter EYE_R			 = 8'hff;   
	parameter EYE_G			 = 8'hff;
	parameter EYE_B			 = 8'hff;
	always@(posedge VGA_CLK or posedge reset_sink_reset) begin
	if(reset_sink_reset == 1'b1)
		begin
			video_r <= 8'h00;
			video_g <= 8'h00;
			video_b <= 8'h00;
		end
	else if(x_pos >= x_1 * 2
		   && x_pos < x_1 * 2 + CHAR_WIDTH 
		   && y_pos >= y_1 * 2
		   && y_pos < y_1 * 2 + CHAR_HEIGHT)begin
			   if (char_bitmap[y_1_relative][x_1_relative]) begin
				    video_r <= EYE_R;
					video_g <= EYE_G;
					video_b <= EYE_B;
			   end else begin
				   	video_r <= CHAR1_R;
					video_g <= CHAR1_G;
					video_b <= CHAR1_B;
			   end
		end
	else if(x_pos >= x_2 * 2
		   && x_pos < x_2 * 2 + CHAR_WIDTH 
		   && y_pos >= y_2 * 2
		   && y_pos < y_2 * 2 + CHAR_HEIGHT)begin
			   if (char_bitmap[y_2_relative][x_2_relative]) begin
				    video_r <= EYE_R;
					video_g <= EYE_G;
					video_b <= EYE_B;
			   end else begin
				   	video_r <= CHAR2_R;
					video_g <= CHAR2_G;
					video_b <= CHAR2_B;
			   end
		end	
	else 
		begin
			video_r <= {  {pixel_data[7:5]}  ,  {pixel_data[7:5]}  ,  {pixel_data[7:6]}  };
			video_g <= {  {pixel_data[4:2]}  ,  {pixel_data[4:2]}  ,  {pixel_data[4:3]}  };
			video_b <= {  {pixel_data[1:0]}  ,  {pixel_data[1:0]}  ,  {pixel_data[1:0]}  ,  {pixel_data[1:0]}  };
		end
end
	assign avalon_master_address = video_address;
	assign conduit_test = avalon_master_readdata[7:0] | 8'b01000000;
	wire [8:0] x_1_relative, y_1_relative, x_2_relative, y_2_relative;
	assign x_1_relative = (x_pos[9:1] - x_1);  
	assign y_1_relative = (y_pos[9:1] - y_1);
	assign x_2_relative = (x_pos[9:1] - x_2); 
	assign y_2_relative = (y_pos[9:1] - y_2);
	wire[9:0] char_bitmap [9:0];  
	assign char_bitmap[0] = 10'b0000000000;
	assign char_bitmap[1] = 10'b0010001000;
	assign char_bitmap[2] = 10'b0010001000;
	assign char_bitmap[3] = 10'b0010001000;
	assign char_bitmap[4] = 10'b0010001000;
	assign char_bitmap[5] = 10'b0000000000;
	assign char_bitmap[6] = 10'b0000000000;
	assign char_bitmap[7] = 10'b0001111100;
	assign char_bitmap[8] = 10'b0000000000;
	assign char_bitmap[9] = 10'b0000000000;
	reg[17:0] address_delay;
	always @(posedge clock_sink_clk) begin
		address_delay <= avalon_master_address;
	end
	assign avalon_master_read = (address_delay != avalon_master_address);
	reg                             video_clk = 1'b0;
	wire                            video_h_sync;
	wire                            video_v_sync;
	wire                            video_de;
	reg[7:0]                       video_r;
	reg[7:0]                       video_g;
	reg[7:0]                       video_b;
	wire[11:0]						x_pos;
	wire[11:0]						y_pos;
	assign VGA_HS = video_h_sync;
	assign VGA_VS = video_v_sync;
	assign VGA_R  = video_de? video_r[7:0] : 8'h00; 
	assign VGA_G  = video_de? video_g[7:0] : 8'h00; 
	assign VGA_B  = video_de? video_b[7:0] : 8'h00; 
	assign VGA_BLANK_N = 1'b1;  
	assign VGA_CLK = video_clk;
	assign VGA_SYNC_N = 1'b0;  
	always @(posedge clock_sink_clk)begin
	video_clk = ~video_clk;
	end
	vga_timing_module m_0(
	.clk(video_clk),
	.rst(0),
	.h_sync(video_h_sync),
	.v_sync(video_v_sync),
	.de(video_de),
	.x_pos_out(x_pos),      
    .y_pos_out(y_pos)       
	);
	wire[17:0] 					video_address;
	wire[7:0]					pixel_data;
	assign video_address = {y_pos[9:1] , x_pos[9:1]};	 
	assign pixel_data = avalon_master_readdata;
endmodule
module vga_timing_module(
	input                 clk,            
	input                 rst,            
	output                h_sync,         
	output                v_sync,         
	output                de,             
    output [11:0]         x_pos_out,      
    output [11:0]         y_pos_out       
);
parameter H_ACTIVE = 16'd640;   
parameter H_FP = 16'd25;        
parameter H_SYNCP = 16'd96;     
parameter H_BP = 16'd48;        
parameter V_ACTIVE = 16'd480;   
parameter V_FP  = 16'd10;       
parameter V_SYNCP  = 16'd2;     
parameter V_BP  = 16'd33;       
parameter HS_POL = 1'b0; 	    
parameter VS_POL = 1'b0;	    
parameter H_TOTAL = H_ACTIVE + H_FP + H_SYNCP + H_BP;  
parameter V_TOTAL = V_ACTIVE + V_FP + V_SYNCP + V_BP;  
reg hs_reg;                       
reg vs_reg;                       
reg[11:0] h_counter;              
reg[11:0] v_counter;              
reg[11:0] x_pos;              	  
reg[11:0] y_pos;              	  
reg h_active;                     
reg v_active;                     
wire video_active;                
assign h_sync = hs_reg;
assign v_sync = vs_reg;
assign video_active = h_active & v_active;
assign de = video_active;
assign x_pos_out = x_pos;
assign y_pos_out = y_pos;
always@(posedge clk or posedge rst)
begin
	if(rst == 1'b1)
		h_counter <= 0;
	else if(h_counter == H_TOTAL - 1)
		h_counter <= 0;
	else
		h_counter <= h_counter + 1;  
end
always@(posedge clk or posedge rst)
begin
	if(rst == 1'b1)
		v_counter <= 0;
	else if(v_counter == V_TOTAL - 1)
		v_counter <= 0;
	else if(h_counter == H_FP - 1)  
		v_counter <= v_counter + 1;
	else
		v_counter <= v_counter;
end
always@(posedge clk or posedge rst)
begin
	if(rst == 1'b1)
		hs_reg <= 1'b0;
	else if(h_counter == H_FP - 1) 
		hs_reg <= HS_POL;
	else if(h_counter == H_FP + H_SYNCP - 1) 
		hs_reg <= ~hs_reg;
	else
		hs_reg <= hs_reg;
end
always@(posedge clk or posedge rst)
begin
	if(rst == 1'b1)
		h_active <= 1'b0;
	else if(h_counter == H_FP + H_SYNCP + H_BP - 1) 
		h_active <= 1'b1;
	else if(h_counter == H_TOTAL - 1) 
		h_active <= 1'b0;
	else
		h_active <= h_active;
end
always@(posedge clk or posedge rst)
begin
	if(rst == 1'b1)
		x_pos <= 0;
	else if(h_counter >= H_FP + H_SYNCP + H_BP - 1) 
		x_pos <= h_counter - (H_FP[11:0] + H_SYNCP[11:0] + H_BP[11:0] - 1);  
	else
		x_pos <= x_pos;
end
always@(posedge clk or posedge rst)
begin
	if(rst == 1'b1)
		y_pos <= 0;
	else if(v_counter >= V_FP + V_SYNCP + V_BP - 1) 
		y_pos <= v_counter - (V_FP[11:0] + V_SYNCP[11:0] + V_BP[11:0] - 1);  
	else
		y_pos <= y_pos;
end
always@(posedge clk or posedge rst)
begin
	if(rst == 1'b1)
		vs_reg <= 1'd0;
	else if((h_counter == H_FP - 1)&&(v_counter == V_FP - 1))
		vs_reg <= VS_POL;
	else if((h_counter == H_FP - 1)&&(v_counter == V_FP + V_SYNCP - 1))
		vs_reg <= ~vs_reg;
	else
		vs_reg <= vs_reg;
end
always@(posedge clk or posedge rst)
begin
	if(rst == 1'b1)
		v_active <= 1'd0;
	else if(h_counter == H_FP - 1)begin
		if(v_counter == V_FP + V_SYNCP + V_BP - 1)
			v_active <= 1'b1;
		else if(v_counter == V_TOTAL - 1)
			v_active <= 1'b0;
	end 
	else
		v_active <= v_active;
end
endmodule 
$ cat flow/run.sh
#!/bin/bash
# OpenROAD 26Q1-2900-gdf79404cd8, Yosys 0.63+post, stock flow scripts
make -C /OpenROAD-flow-scripts/flow DESIGN_CONFIG=/design/flow/config.mk WORK_HOME=/design/flow/orfs finish
==> job_summary.md <==
### Flow metrics

| Metric | Value |
|---|---|
| Max-cap violations | 0 |
| Status | finished clean |
| Cell Chain, Critical Path | xnor2_1, nand4_1, nor3_1, nand4_1, clkdlybuf4s50_1 |
| XOR-XNOR Cells, Area Fraction | 0.101 |
| Unique cell types | 67 |
| Router iterations before antenna repair | 4 |
| Pwr per Cell Area | 144 mW/mm² |
| Ys async rst share | 0.110 |
| Total grt overflow | 0 |
| Post-detail-place hpwl | 12000 µm |
| Mapped Area | 0.00734 mm² |
| Final critical-path required period | 2.48 ns |
| CTS Root Cell | clkbuf_16 |
| Multi-input logic area | 0.00372 mm² |
| Main logic family after synthesis | adder cells |
| Max Root-Sink Buffers | 2 |
| Worst EP required | 2.96 ns |
| Antenna cells | 0 |
| Synth top cell by count | ha_1 |
| Hold_buf cts | 0 |
| First-pass GRT wire length | 24300 µm |
| Cts repair resizes | 0 |
| FF+latch count, synth | 118 |
| Cell count in the Yosys report | 704 |
| Flop area | 0.00302 mm² |
| Final hold violation count | 0 |
| Compound Share, Synth | 0.100 |
| Crit start category | register |
| Initial antenna violation count | 0 |
| Final count of pins violating max slew | 0 |
| Post-layout period usage | 0.671 |
| Hold Path Origin | video_clk |
| CP max-delay cell | clkdlybuf4s50_1 |
| Critical Path End Type | primary output |
| Drt wl/cell | 15.4 µm |
| Lkg Pwr | 3.50 nW |
| Hold Path Class | register to register |
| Register pins left without a clock | 65 |
| Top area cell types | edfxtp_1 24%, ha_1 14%, dfxtp_1 13% |
| Cell count of the worst reg-to-reg path | 2 |
| Tot GR Track Use | 0.173 |
| Flop2flop setup slack | 2.74 ns |
| Critical path data arrival time | 1.74 ns |
| Yosys warns | 3 |
| Antenna Nets Post-Route | 0 |
| Core area | 0.0180 mm² |
| Crit path top cell by count | nand4_1 |
| Drt initial violations | 173 |
| Pin count of the biggest net entering global routing | 68 |
| Vias in the first global route | 4760 |
| Max FFs per register | 18 |
| Post-Syn Area per Cell | 10.4 µm² |
| Max-Slew Margin vs Limit | 0.493 |
| Fp util | 0.409 |
| Biggest regs | address_delay x18, p1 x17, p2 x17 |
| Max incr delay on CP | 0.46 ns |
| Hold path depth | 2 |
| Chip Width | 137 µm |
| Area leader, netlist | edfxtp_1 |
| Critical path class | register to primary output |
| Seq/Total Area, Yosys | 0.411 |
| Top cell area share | 0.241 |
| Num CTS Buffers | 5 |
| Final setup viols | 0 |
| Simple Share, Synth | 0.142 |
| Cell Rows | 49 |
| Unrepaired setup endpoints after global routing | no |
| Capturing point of the worst reg2reg path | video_clk |
| Endpoints left unconstrained | 152 |
| Post-Route Skew | 0 ns |
| Vertical die size | 137 µm |
| Via density | 5.03 |
| Most flops, register | address_delay |
| Via count | 4920 |
| Number of port buffers | 88 |
| Hold Path Sink | video_clk |
| Tool warnings | 50 |
| GP Congestion | 0.897 |
| Layout area overhead | 13.5% |
| Post-synth EDFFs | 59 |
| Synth Flop Type | edfxtp_1 |
| TritonCTS clock tree | built |
| Clock transition at path regs | 0.07 ns |
| Die area | 0.0189 mm² |
| Top cells by count | 85 x ha_1, 64 x inv_1, 60 x xnor2_1 |
| Routed WL | 15100 µm |
| MUX area fraction | 0.00580 |
| Yosys chip area | 0.00734 mm² |
| Fillers | 1602 |
| Mapped Cells | 704 |
| Max IR drop VDD | 0.000255 V |
| Hold slack final | 0.727 ns |
| Layout cells sized above 1 | 0.0387 |
| Setup TNS | 0 ns |
| Setup Fix Bufs, Post-CTS | 0 |
| FF-to-FF Start | video_clk |
| I/O pin cnt | 108 |
| Adder Area Share | 0.156 |
| F_max | 403 MHz |
| Critical Path Fanout Max | 1 |
| Clock latency (worst-skew pair) | 0.29 ns |
| Htree depth | 2 |
| Worst slew pin tran | 0.756 ns |
| Residual DRC | 0 |
-- how the worst max path moves through the flow --
stage | startpoint | end | cells past startpoint
after CTS | address_delay[2] | avalon_master_read | 5
after global routing | address_delay[2] | avalon_master_read | 5
final | address_delay[2] | avalon_master_read | 5
-- logic make-up (layout without fill, tap and decap cells) --
family	Yosys count	count (layout)
muxes	4	4
other	2	3
adders and majority gates	89	89
and+or+nand+nor	185	185
AOI/OAI and AO/OA	103	103
xor gates and xnor gates	85	85
DFF	118	118
buffers and inverters	118	163
-- cells in the final DEF, fill, tap and decap left out, types with 21 or more instances in the layout --
master,n
a21oi_1,25
and3_1,21
clkdlybuf4s50_1,88
dfxtp_1,45
edfxtp_1,59
ha_1,85
inv_1,64
nand2_1,26
nor2_1,44
o21ai_0,28
xnor2_1,60
xor2_1,25
-- through the flow --
stage                util  cell area, µm²  power, mW  setup WS (ns)  std cells
floorplan               -            7340      0.663           1.43        705
global placement    0.455            8170      0.707           1.24        971
detailed placement  0.455            8170      0.707           1.25        971
CTS                 0.464            8330       1.21           1.16        979
global route        0.464            8330       1.24           1.14        979
finish              0.464            8330       1.20           1.22        979
-- worst max-delay path, delay by kind of cell (launching register included) --
kind                   cells  cell delay, ns
XOR/XNOR                   1            0.15
buffers and inverters      1            0.46
flip-flops                 1            0.31
AND/OR/NAND/NOR            3            0.52
-- layout make-up --
class                           instances  area share
Inverter                               64      0.0288
Clock buffer                            7      0.0185
Clock inverter                          1     0.00105
Multi-Input combinational cell        469       0.446
Timing Repair Buffer                   91       0.108
Sequential cell                       118       0.362
Tap cell                              229      0.0344
-- metal layers --
metal  vias up  routed length [µm]  GRT usage
li1       2512                   -          -
met1      2338                6950      0.254
met2        59                7450      0.291
met3        11                 391     0.0146
met4         0                 293     0.0275
met5         -                   0          0
-- power breakdown --
| part | internal [mW] | switching, mW |
|---|---|---|
| clock | 0.294 | 0.209 |
| sequential | 0.629 | 0.000664 |
| combinational | 0.0442 | 0.0196 |
| total | 0.967 | 0.229 |
Power and IR drop assume default switching activity.
